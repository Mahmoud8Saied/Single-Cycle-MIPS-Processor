==> flow/design.v <==
module Data_Memory (
    input   wire              clk, WE, rst, 
    input   wire    [31:0]    A,
    input   wire    [31:0]    WD,
    output  wire    [31:0]    RD,
    output  wire    [15:0]    Test_value
);
reg   [31:0]   ram    [0:99];
integer i;
always @(posedge clk or negedge rst)
    begin
        if (!rst)
            begin 
                for (i=0; i<100; i=i+1)
                    begin
                        ram [i] <= 32'b0;
                    end
            end 
        else if (WE)
            begin
                ram[A] <= WD;
            end
    end
assign Test_value = ram [32'b0];  
assign RD = ram[A];  
endmodule 
==> flow/run.sh <==
#!/bin/bash
# OpenROAD 26Q1-2900-gdf79404cd8, Yosys 0.63+post, stock flow scripts
make -C /OpenROAD-flow-scripts/flow DESIGN_CONFIG=/design/flow/config.mk WORK_HOME=/design/flow/orfs finish
==> flow/config.mk <==
export PLATFORM = sky130hd
export DESIGN_NAME = Data_Memory
export DESIGN_NICKNAME = Data_Memory
export VERILOG_FILES = /design/flow/design.v
export SDC_FILE = /design/flow/constraint.sdc
export NUM_CORES = 4
export LEC_CHECK = 1
export CORE_UTILIZATION = 30
==> flow/constraint.sdc <==
current_design Data_Memory

set clk_period 72.1
set clk_io_pct 0.2

create_clock -name clk0 -period $clk_period [get_ports {clk}]

set non_clock_inputs [all_inputs -no_clocks]
set_input_delay [expr $clk_period * $clk_io_pct] -clock clk0 $non_clock_inputs
set_output_delay [expr $clk_period * $clk_io_pct] -clock clk0 [all_outputs]
==> out/results.tsv <==
metric	value	unit
core	467900	um2
regMostFlops	ram	
final-setup-viol-count	0	
synth_chip_area	141200	um2
worstPathArrival	20750	ps
p_leak	76.96	nW
power.density	25.73	nW/um2
start_kind	input port	
hold_buffers	0	
grt_overflow	0	
required	57680	ps
h-tree-depth	5	
startpoint	A[6]	
cts_made_buffers	349	
yosysTopAreaCell	dfrtp_1	
drive_gt1_share	43.10	%
synth_flops	3200	
cts_setup_buffers	0	
fmax	28.43	MHz
yosys_cells	10540	
chipArea	473500	um2
dpl.hpwl	436700	um
grt_pass1_vias	103300	
numPortBuffers	89	
rows	251	
synth_cells	10540	
die_y	688.1	um
initial_core_util	30.18	%
grt_max_degree	123	
wl_per_cell	42.15	um
ys_types	75	
r2r_start	ram[0][13]	
area_growth	15.25	%
drc	0	
clockRootBuffer	clkbuf_16	
path_clk_slew	60	ps
crit_type	input port to primary output	
hp-class	flop to flop	
period_used_share	48.78	%
antenna_found_initial	93	
edf_count	0	
clock_latency	990	ps
worstMarginPinSlew	1409	ps
cts_resized	0	
setup_slack	36930	ps
largest_reg_flops	3200	
status	finished clean	
drtPass1Iterations	9	
cts_tree	built	
ir_drop	20.76	uV
grt_pass1_wl	952800	um
postSynthSeqShare	56.70	%
finalMaxSlewViolations	0	
async_reset_ff_share	100.0	%
hold_slack	491.1	ps
ff_latch_area	80080	um2
dp_slack	37230	ps
fp.dieW	688.1	um
synth_area	141200	um2
layout_min_cycle_time	35170	ps
relSlewSlack	5.723	%
place.gp.congestion	1.020	
grtUsageTotal	31.00	%
nFillCells	44850	
drt_iter0_markers	12580	
fin_skew	0	ps
maxCapViolCount	0	
hold_viol_final	0	
ys.flop_type	dfrtp_1	
drtAntennaViolNets	0	
io_pins	115	
clock-sinks	3200	
top_cells_by_count	3222 x mux2_2, 3200 x dfrtp_1, 848 x a22oi_1	
combGateArea	57610	um2
wl	717700	um
vias	108400	
crit_path_max_fanout	21	
cts.path.max_buffers	4	
synth_top_area_share	56.70	%
reg.largest.list	ram (3200)	
vias_per_cell	6.368	
hp-start	ram[8][25]	
yosysWarnings	2	
rsz0062_at_grt	false	
postSynthAreaPerCell	13.39	um2
tns	0	ps
warnings	76	
crit_path_end_kind	primary output	
area_leaders	dfrtp_1 57%, mux2_2 26%, a22oi_1 4.5%, nand3_1 1.4%, clkbuf_1 1.4%	
top_cell	mux2_2	
==> metal layers <==
metal / GRT usage, % / vias up / wire (um)
met3: 23.51 / 3021 / 130500
met1: 34.72 / 56710 / 240500
met4: 21.39 / 123 / 64530
met5: 7.561 / - / 3820
met2: 39.55 / 8983 / 278400
li1: - / 39600 / -
==> layout by cell type (no fill, tap or decap), drive strengths merged, types with 7 or more instances in the layout <==
| cell type | Yosys | final |
|---|---|---|
| nand3 | 403 | 403 |
| a41oi | 8 | 8 |
| dfrtp | 3200 | 3200 |
| a22oi | 848 | 848 |
| a222oi | 103 | 103 |
| nor4bb | 8 | 8 |
| a221oi | 55 | 55 |
| mux2i | 16 | 16 |
| a32oi | 34 | 34 |
| nor2b | 12 | 12 |
| and4b | 8 | 8 |
| a22o | 126 | 126 |
| inv | 2 | 11 |
| nand4 | 191 | 191 |
| or3 | 8 | 8 |
| o21ai | 34 | 34 |
| buf | 614 | 639 |
| o22ai | 97 | 97 |
| clkinv | 0 | 52 |
| a2111oi | 59 | 59 |
| a31oi | 44 | 44 |
| mux2 | 3240 | 3240 |
| nor3 | 22 | 22 |
| nand3b | 7 | 7 |
| or4 | 42 | 42 |
| diode | 0 | 108 |
| nand2 | 150 | 150 |
| clkdlybuf4s50 | 0 | 48 |
| nor2 | 174 | 174 |
| o211ai | 21 | 21 |
| bufinv | 0 | 16 |
| nand4b | 7 | 7 |
| and3 | 179 | 179 |
| o2111ai | 10 | 10 |
| clkbuf | 517 | 542 |
| o32a | 10 | 10 |
| o22a | 21 | 21 |
| nor4b | 8 | 8 |
| a21oi | 109 | 109 |
| nor4 | 74 | 74 |
==> worst paths after layout <==
check | end | slack [ps] | cells after the start
max | RD[8] | 36930 | 12
min | ram[8][25] | 490 | 1
max reg2reg | ram[0][13] | 71150 | 1
min reg2reg | ram[8][25] | 490 | 1
max in group asynchronous | ram[84][14] | 52500 | 9
min in group asynchronous | ram[5][24] | 13360 | 1
==> final cells by class <==
cell class | count | area share (%)
Inverter | 2 | 0.004612
Clock inverter | 81 | 0.7310
Clock buffer | 542 | 6.441
Timing Repair Buffer | 687 | 3.301
Sequential cell | 3200 | 49.20
Multi-Input combinational cell | 6211 | 35.40
Antenna cell | 108 | 0.1660
Tap cell | 6198 | 4.764
==> critical path, stage by stage <==
cell             delay [ps]
buf_4                   420
buf_4                   500
or3_4                   740
buf_4                   620
buf_4                   760
nor2_4                  300
buf_4                   410
a22o_1                  320
or4_1                   610
nor4_1                  660
a31oi_1                 320
clkdlybuf4s50_1         490
==> cell families (layout without fill, tap and decap cells) <==
group	Yosys count	after routing	share of synthesized area (%)
AND-OR/OR-AND	1617	1617	8.743
buffers and inverters	1133	1312	3.419
flip-flops	3200	3200	56.70
multiplexers	3256	3256	25.95
other	0	108	0
AND/OR/NAND/NOR	1338	1338	5.189
==> metrics by stage <==
step | utilization, % | std cells | power, W | cell area, um2
finish | 34.78 | 17030 | 0.004188 | 162800
global route | 34.74 | 16950 | 0.004283 | 162600
CTS | 34.73 | 16920 | 0.004174 | 162500
detailed placement | 32.23 | 16300 | 0.002359 | 150800
global placement | 32.23 | 16300 | 0.002349 | 150800
floorplan | - | 10540 | 0.002207 | 141200
==> report_power, final <==
| part | switching (W) | internal [W] |
|---|---|---|
| Sequential | 0.0000704 | 0.00194 |
| Clock | 0.000787 | 0.00106 |
| Combinational | 0.000194 | 0.000135 |
Power and IR drop assume default switching activity.
