==> flow/design.v <==
module Counter_32b (
    input wire [31:0] IN,
    input wire        clk,
    input wire        rst,
    output reg [31:0] Counter_Value
);
always @ (posedge clk or negedge rst )
begin
    if (!rst)
    begin
        Counter_Value <= 32'b0;
    end 
    else 
    begin
        Counter_Value <= Counter_Value + 32'b1;
    end 
end
endmodule
==> flow/run.sh <==
#!/bin/bash
# OpenROAD 26Q1-2900-gdf79404cd8, Yosys 0.63+post, stock flow scripts
make -C /OpenROAD-flow-scripts/flow DESIGN_CONFIG=/design/flow/config.mk WORK_HOME=/design/flow/orfs finish
==> flow/config.mk <==
export PLATFORM = sky130hd
export DESIGN_NAME = Counter_32b
export DESIGN_NICKNAME = Counter_32b
export VERILOG_FILES = /design/flow/design.v
export SDC_FILE = /design/flow/constraint.sdc
export NUM_CORES = 4
export LEC_CHECK = 1
export CORE_AREA = 10 10 107 107
export DIE_AREA = 0 0 117 117
==> flow/constraint.sdc <==
current_design Counter_32b

set clk_period 5.5
set clk_io_pct 0.2

create_clock -name clk0 -period $clk_period [get_ports {clk}]

set non_clock_inputs [all_inputs -no_clocks]
set_input_delay [expr $clk_period * $clk_io_pct] -clock clk0 $non_clock_inputs
set_output_delay [expr $clk_period * $clk_io_pct] -clock clk0 [all_outputs]
==> ci_impl_report.md <==
### Metrics collected by this job

| Metric | Value |
|---|---|
| # IOs | `around 66` |
| Worst clock skew | `9.25 ps` |
| WS Path Type | `reg -> out` |
| Worst EP arrival | `around 1200 ps` |
| Antenna Cells | `0` |
| CTS resizes | `0` |
| Power per cell area | `approximately 230 nW/um^2` |
| Distinct cell type count after synthesis | `24` |
| GPL Wtd Cong | `approximately 0.75` |
| Later-pin clock latency in the skew report | `about 280 ps` |
| Async SR Flop Fraction | `1.00` |
| Ys cells | `between 100 and 150` |
| Tightest Hold Check Type | `reg -> reg` |
| Most flops, register | `Counter_Value` |
| Status | `completed` |
| CP max FO | `4` |
| Die Y | `117 microns` |
| # clock sinks | `32` |
| Antenna violations before repair | `0` |
| Crit end category | `primary output` |
| Vias per cell | `3.65` |
| Routed wire length | `~3.4 mm` |
| Clock tree buffer depth | `2` |
| Largest net degree at the start of global routing | `33` |
| Die x size | `approximately 120 microns` |
| Post-layout period usage | `0.424` |
| Ys Warns | `1` |
| Bufs and invs on worst path | `1` |
| Initial DRC count | `about 40` |
| Hold Fails Final Rpt | `0` |
| Avg Inst Size Synth | `about 12 sq um` |
| Core Area | `between 9000 and 10,000 sq um` |
| Post-detail-place hpwl | `between 2 and 3 mm` |
| Area growth, synth to finish | `37.8%` |
| Most numerous logic cells after layout | `33 x clkdlybuf4s50_1, 32 x dfrtp_1, 20 x xor2_1, 10 x nand3_1, 10 x xnor2_1` |
| Hold Slack | `around 470 ps` |
| Most common logic cell in the routed design | `clkdlybuf4s50_1` |
| Total Negative Setup Slacks | `0 ps` |
| First-pass GRT wire length | `~5.6 mm` |
| Tightest Pin Transition | `around 560 ps` |
| DRT antenna net count | `0` |
| Seq cells post-synth | `32` |
| Largest registers | `Counter_Value x32` |
| Slowest stage delay, CP | `between 500 and 600 ps` |
| Number of logged tool warnings | `57` |
| # Post-CTS Setup Buffers | `0` |
| CP Launch Type | `flip-flop` |
| CTS tree | `done` |
| Inserted Clock Buffers | `5` |
| Crit path max-delay family | `buffers and inverters` |
| CTS clock-pin slew for the worst setup and hold paths | `approximately 70 ps` |
| Layout cell share with drive strength beyond 1 | `0.109` |
| Initial core utilization | `0.161` |
| DRC viols | `0` |
| DR vias | `1,007` |
| Main flop type | `dfrtp_1` |
| RSZ-0062 raised after global routing | `false` |
| # setup viols final | `0` |
| Post-synth EDFFs | `0` |
| Peak VDD IR | `between 0.00009 and 0.0001 V` |
| GRT Util Overall | `0.0520` |
| Slew headroom | `0.627` |
| Gr ovfl total | `0` |
| Slowest CP cell | `clkdlybuf4s50_1` |
| Vias in the first global route | `about 1.0k` |
| DRT Pass-1 Iters | `4` |
| Final Slew Violations | `0` |
| Seq/Total Area, Yosys | `0.541` |
| Worst-path cell chain | `clkdlybuf4s50_1` |
| Rows | `35` |
| CTS Root Buffer Type | `clkbuf_8` |
| Post-layout minimum cycle time | `~2300 ps` |
| Crit path required time | `roughly 4400 ps` |
| CTS H-tree depth | `2` |
| Hold Buf Count CTS | `0` |
| # Max-Cap Violations | `0` |
| Die ar. | `roughly 14,000 sq um` |
| Buffers on Ports | `33` |
| Static Leak | `around 0.89 nW` |
| Post-Syn Instances | `roughly 130` |
| Synthesized area | `1480 sq um` |
| FMAX | `0.429 GHz` |
| YS chip area | `~1500 sq um` |
| Routed len/inst | `between 10 and 15 microns` |
| Max reg flops | `32` |
[synthesized netlist by cell type, types with 2 or more instances]
master   instances  area [sq um]
and3_1           2          12.5
and4_1           4          35.0
buf_2            2          10.0
dfrtp_1         32           801
inv_1            5          18.8
nand2_1          9          33.8
nand3_1         10          50.1
nand3_2          2          20.0
nand4_1          3          18.8
nor2_1           6          22.5
nor3_1           4          20.0
nor4_1           4          25.0
nor4_2           5          62.6
xnor2_1         10          87.6
xor2_1          20           175
[routing by layer]
layer | up-vias | global-route usage | routed length [microns]
met1 | 472 | 0.0718 | 1520
met2 | 27 | 0.0772 | 1540
li1 | 508 | - | -
met5 | - | 0 | 0
met3 | 0 | 0.0217 | 314
met4 | 0 | 0.00577 | 0
[final timing paths]
| check | start | to | slack, ps | depth (start not counted) |
|---|---|---|---|---|
| worst min register to register | Counter_Value[31] | Counter_Value[31] | 470 | 1 |
| worst max-delay path | Counter_Value[15] | Counter_Value[15] | 3170 | 1 |
| max in group asynchronous | rst | Counter_Value[5] | 3970 | 2 |
| worst min-delay path | Counter_Value[31] | Counter_Value[31] | 470 | 1 |
| min in group asynchronous | rst | Counter_Value[26] | 1220 | 2 |
| worst max register to register | Counter_Value[0] | Counter_Value[28] | 3580 | 5 |
[where the power goes]
part / internal, W / switching, W
Clock: 0.000134 / 0.0000846
Sequential: 0.000235 / 0
Combinational: 0.00000109 / 0.00000452
[final cells by class]
class | instances | area, sq um
timing repair buffer | 34 | 338
sequential | 32 | 801
clock inverter | 2 | 35.0
fill | 976 | 7160
clock buffer | 6 | 72.6
multi-input combinational | 86 | 634
tap | 111 | 139
inverter | 5 | 18.8
[per-stage QoR]
stage	power (W)	setup WS, ps	utilization	area (sq um)	instances
finish	0.000460	3170	0.222	2040	276
floorplan	0.000240	3900	-	1480	127
global placement	0.000246	3460	0.210	1930	268
CTS	0.000469	3140	0.222	2040	276
detailed placement	0.000246	3450	0.210	1930	268
global route	0.000482	3070	0.222	2040	276
[cells by family (layout without fill, tap and decap cells)]
kind of cell | after synthesis | count (layout) | share of synthesized area
xor gates and xnor gates | 30 | 30 | 0.178
buffers and inverters | 9 | 47 | 0.0296
DFF | 32 | 32 | 0.541
and+or+nand+nor | 55 | 55 | 0.243
adders and majority gates | 1 | 1 | 0.00846
Power figures rest on the tool's default switching activity, not on a simulated workload.
