[design/flow/run.sh]
#!/bin/bash
# OpenROAD 26Q1-2900-gdf79404cd8, Yosys 0.63+post, stock flow scripts
make -C /OpenROAD-flow-scripts/flow DESIGN_CONFIG=/design/flow/config.mk WORK_HOME=/design/flow/orfs finish
[design/flow/config.mk]
export PLATFORM = sky130hd
export DESIGN_NAME = MIPS_Processor
export DESIGN_NICKNAME = MIPS_Processor
export VERILOG_FILES = /design/flow/design.v
export SDC_FILE = /design/flow/constraint.sdc
export NUM_CORES = 4
export LEC_CHECK = 1
export CORE_UTILIZATION = 30
[design/flow/constraint.sdc]
current_design MIPS_Processor

set clk_period 34.3
set clk_io_pct 0.2

create_clock -name clk0 -period $clk_period [get_ports {clk_M}]

set non_clock_inputs [all_inputs -no_clocks]
set_input_delay [expr $clk_period * $clk_io_pct] -clock clk0 $non_clock_inputs
set_output_delay [expr $clk_period * $clk_io_pct] -clock clk0 [all_outputs]
[design/flow/design.v]
module ALU (
    input  wire  [31:0] A, B,
    input  wire  [2:0] ALU_FUNC,
    output reg   [31:0] ALU_OUT,
    output wire  Zero_Flag
);
always @ (*)
begin
    case (ALU_FUNC)
            3'b000: 
                begin
                 ALU_OUT = (A & B);
                end
            3'b001: 
                begin
                 ALU_OUT = (A | B);
                end
            3'b010:
                begin
                 ALU_OUT = A + B;
                end
            3'b100:
                begin
                    ALU_OUT = A - B;
                end
            3'b101: 
                begin
                 ALU_OUT = A * B;
                end
            3'b110: 
                begin
                if (A < B)
                  begin
                    ALU_OUT = 32'b1;
                  end
                else 
                  begin
                    ALU_OUT = 32'b0;
                  end
                end
            default:  ALU_OUT = 32'b0;
    endcase
end
assign Zero_Flag = (ALU_OUT == 32'b0);
endmodule
module ALU_Decoder(
  input  wire [1:0] ALUOp,
  input  wire [5:0] Funct,
  output reg  [2:0] ALUControl
);
always @(*)
    begin
            case(ALUOp) 
            2'b00 : ALUControl=3'b010;
            2'b01 : ALUControl=3'b100;
            2'b10 :
            begin
              case (Funct) 
                6'b100000 : ALUControl=3'b010;
                6'b100010 : ALUControl=3'b100;  
                6'b101010 : ALUControl=3'b110; 
                6'b011100 : ALUControl=3'b101;
                default   : ALUControl=3'b010;
              endcase
            end
            default     : ALUControl=3'b010;
            endcase
    end
endmodule 
module Adder (
    input  wire [31:0]   A,
    input  wire [31:0]   B,
    output reg  [31:0]   C
);
always @(*)
    begin
        C = A+B;
    end
endmodule
module Control_Unit (  
   output wire           Jump_C,
   output wire           MemtoReg_C,   
   output wire           MemWrite_C,
   output wire           Branch_C,
   output wire           ALUSrc_C,
   output wire           RegDst_C,
   output wire           RegWrite_C,
   output wire    [2:0]  ALUControl_C,
   input wire     [5:0]  Opcode_C,
   input wire     [5:0]  Funct_C
);
wire [1:0] ALUOp_D;
ALU_Decoder AD (
    .ALUOp (ALUOp_D),
    .Funct (Funct_C),
    .ALUControl (ALUControl_C)
);
Main_Decoder MD (
   .Opcode (Opcode_C),
   .Jump (Jump_C),
   .MemtoReg (MemtoReg_C),   
   .MemWrite (MemWrite_C),
   .Branch (Branch_C),
   .ALUSrc (ALUSrc_C),
   .RegDst (RegDst_C),
   .RegWrite (RegWrite_C),
   .ALUOp (ALUOp_D)     
);
endmodule
module Datapath (
    output   wire   [31:0]    PC_Datapath,
    output   wire   [31:0]    ALU_Out_Datapath,
    output   wire   [31:0]    writeData_D,
    input    wire             RegWrite_D, RegDst_D, ALUSrc_D, MemToReg_D, Branch_D, Jump_D, 
    input    wire   [2:0]     ALUControl_D, 
    input    wire             clk_Datapath, rst_Datapath, 
    input    wire   [31:0]    Instr_Datapath,
    input    wire   [31:0]    RD_Datapath
);
wire                   Zero_signal, PCSrc;
wire       [31:0]      RD1, Result, B_ALU, Signlmm_D, PCPlus4, PCBranch, Signlmm_Shifted;
wire       [31:0]      PC1, PC2, PCJump; 
wire       [27:0]      Instr_Shifted;
wire       [4:0]       writeAddr_D;
assign PCSrc   = Branch_D & Zero_signal;
assign PCJump  = {PCPlus4 [31:28] , Instr_Shifted};
ALU A (
    .A         (RD1), 
    .B         (B_ALU),
    .ALU_FUNC  (ALUControl_D),
    .ALU_OUT   (ALU_Out_Datapath),
    .Zero_Flag (Zero_signal)
);
Register_File RF (
    .readData1    (RD1), 
    .readData2    (writeData_D),
    .writeData    (Result),
    .readAddr1    (Instr_Datapath [25:21]), 
    .readAddr2    (Instr_Datapath [20:16]), 
    .writeAddr    (writeAddr_D),
    .writeEnable  (RegWrite_D), 
    .clk          (clk_Datapath), 
    .reset        (rst_Datapath) 
);
Register PC_reg (
    .Reg_out (PC_Datapath),
    .Reg_in  (PC2),
    .Reg_clk (clk_Datapath),
    .Reg_rst (rst_Datapath)
);
MUX #(.Width(32)) DataMemMux (
    .IN0 (ALU_Out_Datapath),
    .IN1 (RD_Datapath),
    .sel (MemToReg_D),
    .OUT (Result)
);
MUX #(.Width(32)) ALU_Mux (
    .IN0 (writeData_D),
    .IN1 (Signlmm_D),
    .sel (ALUSrc_D),
    .OUT (B_ALU)
);
MUX #(.Width(5)) WriteAddrMux (
    .IN0 (Instr_Datapath [20:16]),
    .IN1 (Instr_Datapath [15:11]),
    .sel (RegDst_D),
    .OUT (writeAddr_D)
);
MUX #(.Width(32)) PCMUX1 (
    .IN0 (PCPlus4),
    .IN1 (PCBranch),
    .sel (PCSrc),
    .OUT (PC1)
);
MUX #(.Width(32)) PCMUX2 (
    .IN0 (PC1),
    .IN1 (PCJump),
    .sel (Jump_D),
    .OUT (PC2)
);
Adder PC4 (
    .A (PC_Datapath),
    .B (32'd4),
    .C (PCPlus4)
);
Adder PC_Branch (
    .A (Signlmm_Shifted),
    .B (PCPlus4),
    .C (PCBranch)
);
Sign_Extend S (
    .Inst    (Instr_Datapath [15:0]),
    .Signlmm (Signlmm_D)
);
Shift_Left_Twice #(.Width(32)) SL1 (
    .IN  (Signlmm_D),
    .OUT (Signlmm_Shifted)
);
Shift_Left_Twice #(.Width(28) ) SL2 (
    .IN  ({2'b0,Instr_Datapath [25:0]}),
    .OUT (Instr_Shifted)
);
endmodule
module MIPS_Processor (
    output    wire       [31:0]      PC_M,
    output    wire       [31:0]      ALU_OUT_M,
    output    wire       [31:0]      writeData_M,
    output    wire                   MemWrite_M,
    input     wire       [31:0]      Instr_M, RD_M,
    input     wire                   clk_M, rst_M
);
wire            Jump, MemtoReg, Branch, ALUSrc, RegDst, RegWrite; 
wire  [2:0]     ALUControl;
Control_Unit CU (
   . Jump_C          (Jump),
   . MemtoReg_C      (MemtoReg),   
   . MemWrite_C      (MemWrite_M),
   . Branch_C        (Branch),
   . ALUSrc_C        (ALUSrc),
   . RegDst_C        (RegDst),
   . RegWrite_C      (RegWrite),
   . ALUControl_C    (ALUControl),
   . Opcode_C        (Instr_M [31:26]),
   . Funct_C         (Instr_M [5:0])
);
Datapath DP (
    .PC_Datapath        (PC_M),
    .ALU_Out_Datapath   (ALU_OUT_M),
    .writeData_D        (writeData_M),
    .RegWrite_D         (RegWrite),
    .RegDst_D           (RegDst), 
    .ALUSrc_D           (ALUSrc), 
    .MemToReg_D         (MemtoReg), 
    .Branch_D           (Branch), 
    .Jump_D             (Jump), 
    .ALUControl_D       (ALUControl), 
    .clk_Datapath       (clk_M), 
    .rst_Datapath       (rst_M), 
    .Instr_Datapath     (Instr_M),
    .RD_Datapath        (RD_M)
);
endmodule
module MUX #(parameter Width = 2) (
    input wire [Width - 1:0] IN0,
    input wire [Width - 1:0] IN1,
    input wire       sel,  
    output reg [Width - 1:0] OUT
);
always @ (*)
begin
    if (sel)
        OUT = IN1;
    else 
        OUT = IN0;
end
endmodule
module Main_Decoder (
   input  wire  [5:0]  Opcode,
   output reg          Jump,
   output reg          MemtoReg,   
   output reg          MemWrite,
   output reg          Branch,
   output reg          ALUSrc,
   output reg          RegDst,
   output reg          RegWrite,
   output reg   [1:0]  ALUOp    
);
always @(*)
    begin
            case(Opcode) 
                6'b100011 : 
                    begin
                            Jump     = 1'b0;
                            ALUOp    = 2'b00;
                            MemtoReg = 1'b1;
                            MemWrite = 1'b0;
                            Branch   = 1'b0;
                            ALUSrc   = 1'b1;
                            RegDst   = 1'b0;
                            RegWrite = 1'b1;
                    end
                6'b101011 : 
                    begin
                            Jump     = 1'b0;
                            ALUOp    = 2'b00;
                            MemtoReg = 1'b1;
                            MemWrite = 1'b1;
                            Branch   = 1'b0;
                            ALUSrc   = 1'b1;
                            RegDst   = 1'b0;
                            RegWrite = 1'b0;
                    end
                6'b000000 : 
                    begin
                            Jump     = 1'b0;
                            ALUOp    = 2'b10;
                            MemtoReg = 1'b0;
                            MemWrite = 1'b0;
                            Branch   = 1'b0;
                            ALUSrc   = 1'b0;
                            RegDst   = 1'b1;
                            RegWrite = 1'b1;
                    end
                6'b001000 : 
                    begin
                            Jump     = 1'b0;
                            ALUOp    = 2'b00;
                            MemtoReg = 1'b0;
                            MemWrite = 1'b0;
                            Branch   = 1'b0;
                            ALUSrc   = 1'b1;
                            RegDst   = 1'b0;
                            RegWrite = 1'b1;
                    end
                6'b000100 : 
                    begin
                            Jump     = 1'b0;
                            ALUOp    = 2'b01;
                            MemtoReg = 1'b0;
                            MemWrite = 1'b0;
                            Branch   = 1'b1;
                            ALUSrc   = 1'b0;
                            RegDst   = 1'b0;
                            RegWrite = 1'b0;
                    end
                6'b000010 : 
                    begin
                            Jump     = 1'b1;
                            ALUOp    = 2'b00;
                            MemtoReg = 1'b0;
                            MemWrite = 1'b0;
                            Branch   = 1'b0;
                            ALUSrc   = 1'b0;
                            RegDst   = 1'b0;
                            RegWrite = 1'b0;
                    end       
                default   : 
                    begin
                            Jump     = 1'b0;
                            ALUOp    = 2'b00;
                            MemtoReg = 1'b0;
                            MemWrite = 1'b0;
                            Branch   = 1'b0;
                            ALUSrc   = 1'b0;
                            RegDst   = 1'b0;
                            RegWrite = 1'b0;
                    end
            endcase     
    end
endmodule
module Register (
    output reg   [31:0]   Reg_out,
    input  wire  [31:0]   Reg_in,
    input  wire           Reg_clk,
    input  wire           Reg_rst
);
always @ (posedge Reg_clk or negedge Reg_rst)
begin 
    if (!Reg_rst)
        Reg_out <= 16'b0;
    else
        Reg_out <= Reg_in;
end
endmodule
module Register_File ( 
    output wire  [31:0]                 readData1, readData2,
    input  wire  [31:0]                 writeData,
    input  wire  [$clog2 (32)-1:0]      readAddr1, readAddr2, writeAddr,
    input  wire                         writeEnable, 
    input  wire                         clk, 
    input  wire                         reset
);
reg [31:0] MEM [0:31];
integer i;
always @ (negedge clk or negedge reset)
    begin
        if (!reset)
            begin 
                for (i=0; i<32; i=i+1)
                    begin
                        MEM [i] <= { (32) {1'b0} };
                    end
            end
        else if (writeEnable) 
            begin
                MEM[writeAddr] <= writeData;
            end
    end 
assign readData1 = MEM[readAddr1];
assign readData2 = MEM[readAddr2];
endmodule
module Shift_Left_Twice # (parameter Width= 6) (
    input wire    [Width - 1:0]  IN,
    output wire   [Width - 1:0]  OUT
); 
assign OUT = IN << 2;
endmodule
module Sign_Extend (
    input  wire [15:0] Inst,
    output wire  [31:0] Signlmm
);
    assign Signlmm = { {16{Inst[15]}} , Inst};
endmodule
==> notes.md <==
Entry: Yosys synthesis followed by OpenROAD place and route.

Synthesis:
- The run gives the largest family of logic cells by area as simple AND/OR/NAND/NOR gates.
- For this run, the leading register cell type out of synthesis is sky130_fd_sc_hd__dfrtn_1.
- The run gives the number of flip-flops and latches in the synthesized netlist as 1054.
- The run puts the simple logic cell fraction of the synthesized area at 20.0%.
- Before any placement, the netlist area is recorded as 74800 sq um.
- The run puts the synthesized-area fraction occupied by xor and xnor cells at 1.81%.
- The run puts the total cells reported by yosys after synthesis at 8912.
- The run gives the synthesized area per cell as 8.39 sq um.
- Of the total synthesized cell area, the portion taken by full adders, half adders and majority gates is 15.2%.
- The synthesized netlist has a Yosys-reported chip area of 74800 sq um.
- For reference, the mux area share after synthesis is 1.45%.
- For this run, asynchronously set or reset flops after synthesis account for 100%.
- The run puts the register share after synthesis at 35.3%.
- The run puts the number of flops mapped to enable cells by yosys at 0.
- The run puts the number of library cell types mapped by synthesis at 95.
- The Yosys step of the flow raised 9 warnings.
- The run puts the share of synthesized cell area in and-or and or-and compound cells at 19.2%.
- The run puts the gate count after technology mapping at 8912.

Placement:
- The run puts the half-perimeter wire length of the detailed placement result at 342000 microns.
- The run puts the routability congestion estimate from global placement at 1.12.
- The run puts the number of placed instances with taps included at 12900.
- The run gives the number of buffers inserted by port buffering as 160.

Power:
- The run gives the total power density per cell area as 34.4 nW/um^2.
- The run puts the worst-case vdd ir drop at 0.0455 mV.
- The analysis attributes to cell leakage a power of 0.0431 uW.
- The run gives the total design power as 3260 uW.

Route:
- The run puts the detailed-route DRC error count at 0.
- The run puts the post-detailed-route via-to-cell ratio at 5.95.
- The run puts the post-route antenna net violation count at 0.
- The run puts the overall via count from detail_route at 78200.
- The run puts the detailed-route wire length at 464000 microns.
- The run puts the number of design-rule violations left by the first detailed-router iteration at 8336.
- The run gives the count of TritonRoute iterations in the first routing pass as 10.
- The run gives the average routed wire per standard cell as 35.3 microns.

STA:
- The run gives the setup skew after layout as 0.0951 ns.
- The run gives the worst slew margin relative to its limit as 24.9%.
- Setup repair after global routing could not meet its margin everywhere.
- At the pin with the least slew margin, the transition time is 1.12 ns.
- In the final report, the number of endpoints failing setup comes to 0.
- The run puts the number of pins exceeding their max-slew limit in the final report at 0.
- The run gives the worst hold slack across all endpoints as 0.448 ns.
- The run puts the count of final hold-check violations at 0.

GRT:
- The run puts the number of global-route vias before repair at 77000.
- Total global-route track usage over all layers is 38.2%.
- The run gives the first-pass GRT wire length as 636000 microns.
- The run puts the maximum number of pins on one net before global-route repair at 109.
- The run gives the total overflow reported by the global router as 0.
- The number of antenna violations at the first check in global routing was 28.

Cells and area:
- The run puts the non-filler instance count after layout at 13100.
- The run gives the fraction of layout cells with a size suffix above 1 as 18.3%.
- The area growth from synthesis to layout is 26.8%.

Min path:
- The run puts the hold path depth at 2.
- In this run the worst hold path is classified as register to register.

Die:
- In this run the count of I/O pins placed on the die edge is 163.
- The chip occupies 251000 sq um.
- The run puts the effective utilization at floorplan at 30.3%.
- The run gives the cell row count as 182.
- The run gives the height of the die as 501 microns.
- The run puts the placeable core region at 247000 sq um.
- The run gives the die width as 501 microns.

Critical path:
- Among the stages of the critical path, the cell type that occurs most often is sky130_fd_sc_hd__fa_1.
- The run puts the maximum fanout encountered on the critical timing path at 8.
- The run puts the required time of the worst setup path at 27.44 ns.
- The worst setup path is captured at a primary output.
- The worst register-to-register path depth is 45.
- On the worst path, the slowest cell contributes a delay of 0.57 ns.
- The run gives the worst path arrival time as 27.27 ns.
- STA classifies the critical path startpoint as a register.
- The run gives the path type of the worst setup path as register to primary output.
- Across all register-to-register paths, the minimum setup slack is 5.60 ns.
- The slowest stage of the critical path belongs to the cell sky130_fd_sc_hd__dfrtn_1.

CTS:
- The H-tree was split into 3 levels.
- TritonCTS built the clock tree.
- The run gives the buffer type at the clock tree root as sky130_fd_sc_hd__clkbuf_16.
- The run puts the CTS buffer count at 117.
- Clock-pin slew was measured on the worst setup and hold paths at 0.05 ns.
- The run gives the buffer depth of the longest clock path as 3.
- The run puts the TritonCTS sink count at 1054.
- The number of hold buffers added after CTS was 0.
- The run gives the clock latency on the worst-skew pair as 0.79 ns.

Flow run:
- The run gives the total number of warnings across the stage logs as 97.
- The run puts the total of max-cap violations at 0.

Outcome:
- The run finished with clean final reports.
-- final timing paths --
| kind | from | to |
|---|---|---|
| hold / removal | DP.RF.MEM[28][22] | DP.RF.MEM[28][22] |
| setup / recovery | DP.RF.MEM[28][7] | ALU_OUT_M[31] |
| setup reg to reg | DP.RF.MEM[18][4] | DP.PC_reg.Reg_out[24] |
| max in group asynchronous | rst_M | DP.RF.MEM[30][5] |
| min in group asynchronous | rst_M | DP.PC_reg.Reg_out[16] |
| hold reg to reg | DP.RF.MEM[28][22] | DP.RF.MEM[28][22] |
-- stage by stage --
stage | worst slack, ns | utilization, % | area (sq um) | setup TNS (ns)
final | 0.171 | 38.4 | 94800 | 0
after global routing | -0.128 | 38.4 | 94800 | -0.147
after CTS | -0.0196 | 38.1 | 94200 | -0.0196
after detailed placement | -1.18 | 36.2 | 89300 | -402.25
after global placement | -1.22 | 36.2 | 89300 | -425.13
after floorplan | 0.476 | - | 74800 | 0
-- sequential cells by signal (all words and copies together) (netlist names) --
register,flops
DP.PC_reg.Reg_out,30
DP.RF.MEM,1024
-- power breakdown --
part	switching [uW]	total, uW	internal, uW
Combinational	341	539	198
Clock	598	1420	819
Sequential	31.3	1310	1280
Total	970	3260	2290
-- cells in the mapped netlist, types with 41 or more instances --
| cell | instances | area, sq um |
|---|---|---|
| sky130_fd_sc_hd__a21o_1 | 44 | 330 |
| sky130_fd_sc_hd__buf_1 | 49 | 184 |
| sky130_fd_sc_hd__dfrtn_1 | 1024 | 25600 |
| sky130_fd_sc_hd__xnor2_1 | 112 | 981 |
| sky130_fd_sc_hd__nor4_1 | 59 | 369 |
| sky130_fd_sc_hd__nand2_1 | 1456 | 5470 |
| sky130_fd_sc_hd__nand4_1 | 208 | 1300 |
| sky130_fd_sc_hd__a2111oi_0 | 50 | 438 |
| sky130_fd_sc_hd__nand3_1 | 568 | 2840 |
| sky130_fd_sc_hd__mux2_2 | 41 | 462 |
| sky130_fd_sc_hd__nor3_1 | 73 | 365 |
| sky130_fd_sc_hd__a22oi_1 | 549 | 4120 |
| sky130_fd_sc_hd__nor2_1 | 554 | 2080 |
| sky130_fd_sc_hd__ha_1 | 251 | 3140 |
| sky130_fd_sc_hd__inv_1 | 625 | 2350 |
| sky130_fd_sc_hd__and3_1 | 167 | 1040 |
| sky130_fd_sc_hd__fa_1 | 411 | 8230 |
| sky130_fd_sc_hd__buf_2 | 135 | 676 |
| sky130_fd_sc_hd__mux2i_1 | 62 | 621 |
| sky130_fd_sc_hd__clkbuf_1 | 531 | 1990 |
| sky130_fd_sc_hd__a21oi_1 | 197 | 986 |
| sky130_fd_sc_hd__o21ai_0 | 1104 | 5530 |
-- cells in the final DEF (no fill, tap or decap), drive strengths merged, types with 208 or more instances in the layout --
master,netlist,layout
ha,251,251
inv,629,630
o21ai,1111,1111
fa,411,411
nand4,208,208
dfrtn,1024,1024
buf,189,1239
nand2,1456,1456
nor2,558,558
nand3,568,568
a22oi,549,549
-- routing by layer --
metal | share of wire [%] | GRT usage [%] | up-vias
met5 | 0.18 | 1.62 | -
met1 | 38 | 49.6 | 38400
li1 | - | - | 32600
met4 | 7.4 | 21.0 | 39
met3 | 15 | 21.0 | 1583
met2 | 39 | 50.4 | 5597
-- final cells by class --
class                   count  area [sq um]
fillers                 24600        152000
multi-input cells        6491         44800
flip-flops and latches   1054         26400
repair buffers           1391         12700
well taps                3312          4140
clock buffers             158          3330
inverters                 648          2460
clock inverters            59           920
diodes                     23          57.6
-- cells by family (layout without fill, tap and decap cells) --
kind of cell | Yosys count | after routing
buffers and inverters | 1368 | 2256
other | 1 | 25
multiplexers | 103 | 103
AND-OR/OR-AND | 2291 | 2291
XOR/XNOR | 145 | 145
flip-flops | 1054 | 1054
AND/OR/NAND/NOR | 3288 | 3288
adder cells (fa/ha/maj) | 662 | 662
-- critical path, delay by kind of cell (launching register included) --
kind            cells  cell delay (ns)
fa+ha+maj           8             3.83
xor+xnor            9             2.09
buf+inv             6             1.40
compound gates      4             0.94
flops               1             0.57
simple gates        3             0.42
mux                 1             0.09
-- what timing repair did --
item,4_1_cts,5_1_grt
resized,106,104
hold endpoints to repair,0,0
pin swaps,36,103
gates cloned,0,1
buffers inserted,12,18
endpoints found under the setup margin,342,55
Power figures rest on the tool's default switching activity, not on a simulated workload.
